==> design.v <==
module Mux_2ch #(parameter word_size = 24)
	(
		output	[word_size-1:0]	o_data,
		input	[word_size-1:0]	i_data0, i_data1,
		input					select
	);
	assign o_data = (select == 0) ? i_data0: (select == 1) ? i_data1 : 24'bx;
endmodule
==> run.sh <==
#!/bin/bash
# OpenROAD 26Q1-2900-gdf79404cd8, Yosys 0.63+post, stock flow scripts
make -C /OpenROAD-flow-scripts/flow DESIGN_CONFIG=/design/flow/config.mk WORK_HOME=/design/flow/orfs finish
==> config.mk <==
export PLATFORM = sky130hd
export DESIGN_NAME = Mux_2ch
export DESIGN_NICKNAME = Mux_2ch
export VERILOG_FILES = /design/flow/design.v
export SDC_FILE = /design/flow/constraint.sdc
export NUM_CORES = 4
export LEC_CHECK = 1
export CORE_AREA = 10 10 70 70
export DIE_AREA = 0 0 80 80
==> constraint.sdc <==
current_design Mux_2ch

set clk_period 1.0
set clk_io_pct 0.2

create_clock -name clk0 -period $clk_period

set non_clock_inputs [all_inputs -no_clocks]
set_input_delay [expr $clk_period * $clk_io_pct] -clock clk0 $non_clock_inputs
set_output_delay [expr $clk_period * $clk_io_pct] -clock clk0 [all_outputs]
==> reports/summary.rpt <==
CLOCK NETWORK
--------------------------------------------------------------------------------
Buffer count from post-CTS setup fixing ...........................            0
Hold bufs inserted after CTS ......................................            0

JOB
--------------------------------------------------------------------------------
Number of OpenROAD warnings .......................................           34
Total of max-cap violations .......................................            0

FLOORPLAN
--------------------------------------------------------------------------------
Die width .........................................................        80 um
Die outline area ..................................................   6400 sq um
Top-level port count ..............................................           73
Std cell rows .....................................................           21
Placeable core region .............................................   3420 sq um
Initial core utilization ..........................................        0.116
Height of the die .................................................        80 um

GLOBAL ROUTING
--------------------------------------------------------------------------------
First-pass GRT wire length ........................................      3.18 mm
Overflow left after global routing ................................            0
Number of antenna violations at the first check in global routing .            0
Number of global-route vias before repair .........................          629
Total routing resource utilization after global routing ...........       0.0605
Pin count of the biggest net entering global routing ..............            7

PWR
--------------------------------------------------------------------------------
Net Switching .....................................................       104 uW
LEAKAGE ...........................................................     0.637 nW
Seq pwr share .....................................................            0
Maximum VDD drop ..................................................   0.000126 V
Logic gate share of total power ...................................        1.000
Pwr dens ..........................................................  391 nW/um^2
P_int .............................................................       360 uW
Sw Ratio ..........................................................        0.223
Share of total power in the clock network .........................            0

SETUP PATH
--------------------------------------------------------------------------------
CP Data Required Time .............................................       800 ps
WS Path Type ......................................................       in2out
Worst setup SP type ............................................... primary input
Critical-path top delay cell ...................................... sky130_fd_sc_hd__mux2_4
Type of element capturing the critical path .......................   output pin
Highest fanout seen on the critical path ..........................            6
Worst path buffer plus inverter count .............................            3
Crit path arrival time ............................................       870 ps
CP peak stage delay ...............................................       300 ps
Family with the most delay on the worst path ...................... buffers and inverters
Worst-path cell chain ............................................. buf_12 -> buf_16 -> mux2_4 -> buf_6

MIN PATH
--------------------------------------------------------------------------------
Startpoint of the worst hold path .................................  i_data0[19]
Endpoint, Worst Hold ..............................................   o_data[19]
Min-Delay Path Class ..............................................       in2out
Hold Path Stages ..................................................            3

ROUTING
--------------------------------------------------------------------------------
Detailed Route WL .................................................      2.17 mm
Final routed DRC violation total ..................................            0
Avg Vias per Cell .................................................         3.54
Average detailed-routed wire length per instance ..................      14.8 um
Inserted Diodes ...................................................            0
DRC marker count from the first detailed-route iteration ..........            3
TritonRoute pass-1 iters ..........................................            2
Routed vias .......................................................          520
Antenna violation net count after detailed routing ................            0

PLACED DESIGN
--------------------------------------------------------------------------------
Post-detailed-placement cell area .................................   1150 sq um
Count of buffers inserted at the top-level ports ..................           73
Place WS ..........................................................      -912 ps
RD Place Congestion ...............................................        0.743
Total placed cells including tap cells ............................          144

CELLS AND AREA
--------------------------------------------------------------------------------
Final Instance Area ...............................................   1190 sq um
Sequential standard cell area .....................................      0 sq um
Number of filler cells placed in the layout .......................          366
Non-filler instance count after layout ............................          147
Fraction of layout instances using a drive strength above 1 .......        0.525
Seq_cells .........................................................            0
Clock tree buffer count of the final layout .......................            0
Layout overhead on the synthesized area ...........................         199%
Area used by multi-input combinational logic ......................    360 sq um

YOSYS
--------------------------------------------------------------------------------
Chip Area, Yosys ..................................................    397 sq um
Post-synthesis instance area ......................................    397 sq um
Ys Warns ..........................................................            0
Seq share, synth ..................................................            0
Number of cell instances after yosys synthesis ....................           27
Number of instances in the synthesized netlist ....................           27
Mean area per synthesized cell ....................................   14.7 sq um
Cell Type Count ...................................................            4

TIMING
--------------------------------------------------------------------------------
Maximum clock frequency ...........................................    0.933 GHz
Max-slew violation count ..........................................            0
Count of endpoints failing setup in the final report ..............           24
Final WS setup ....................................................     -71.4 ps
Worst slew margin .................................................        0.958
Final worst-path cycle share ......................................         1.07
Final total negative setup slack ..................................     -1590 ps
Final Hold Viols ..................................................            0
Transition at the pin with the smallest max-transition slack ......      63.6 ps
Time the final worst path needs with I/O delays and setup .........      1070 ps
Unrepaired setup endpoints after global routing ...................          yes

OUTCOME
--------------------------------------------------------------------------------
Violations in the final reports ................................... setup timing
Outcome ........................................................... finished, violations left

Yosys cell counts:
cell type                instances  area share
sky130_fd_sc_hd__buf_12          2        0.10
sky130_fd_sc_hd__mux2_4         20        0.76
sky130_fd_sc_hd__mux2_2          4        0.11
sky130_fd_sc_hd__buf_6           1       0.028
per-layer routing:
layer,GRT usage,wire length (um),vias up
li1,-,-,253
met1,0.0672,840,236
met2,0.116,1160,31
met3,0.0182,165,0
met4,0,0,0
met5,0,0,-
worst max path at each step:
stage | from | to | slack (ps) | cells after the start
final | select | o_data[4] | -70 | 4
after global routing | select | o_data[22] | -90 | 4
after CTS | select | o_data[10] | -80 | 4
metrics by stage:
stage | hold WS (ps) | util | power [mW]
detailed placement | 1440 | 0.338 | 0.486
global placement | 1440 | 0.338 | 0.482
CTS | 798 | 0.338 | 0.455
global route | 809 | 0.348 | 0.498
floorplan | 498 | - | 0.148
finish | 793 | 0.348 | 0.464
power groups by stage:
stage                 Sequential, mW  Combinational (mW)  Clock (mW)
final                              0               0.464           0
after global routing               0               0.498           0
after CTS                          0               0.455           0
cell type report:
class	instances	share of cell area
multi-input combinational	24	0.303
tap	46	0.0485
timing repair buffer	77	0.648
cells by family after synthesis:
family / share of synthesized area
buffers and inverters: 0.129
multiplexers: 0.871
repair_timing:
item	CTS	global route
endpoints found under the setup margin	24	24
gates cloned	3	0
resized	148	5
placed cells by master (no fill, tap or decap), drive strengths merged:
cell type / n
buf: 29
dlygate4sd2: 48
mux2: 24
No activity file was given, so power comes from the tool's default toggle rates.
