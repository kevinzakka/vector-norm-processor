==> flow/design.v <==
module FP_ALU (sum_sq, x, y);
	output 	[38:0] 	sum_sq;
	input 	[23:0] 	x, y;
	wire	[38:0] sq1, sq2;
	fp_square M0 (sq1, x, x);
	fp_square M1 (sq2, y, y);
	fp_adder  M2 (sum_sq, sq1, sq2);	
endmodule
module fp_adder(sum, a_original, b_original);
	input 	[38:0] 	a_original, b_original; 
	output 	[38:0] 	sum;
	reg 	[8:0]	sumexp;
	reg 	[30:0]	sumsig;
	reg 	[38:0]	a, b;
	reg 	[30:0]  asig, bsig;
	reg 	[8:0]  	aexp, bexp;
	reg 	[8:0]  	diff;
	assign sum[38:30] = sumexp;
	assign sum[29:0] = sumsig;
	always @(a_original or b_original) begin
		if (a_original[38:30] < b_original[38:30]) begin
			a = b_original;  b = a_original;
		end 
		else begin
			a = a_original;  b = b_original;
		end
		aexp = a[38:30];			bexp = b[38:30];
		asig = {1'b0, a[29:0]};		bsig = {1'b0, b[29:0]};		
		diff = aexp - bexp;
		bsig = bsig >> diff;
		sumsig = asig + bsig;
		if (diff >= 8) begin
			sumexp = aexp;
			sumsig = asig;
		end
		if (sumsig[30]) begin
			sumexp = aexp + 1;
			sumsig = sumsig >> 1;		
		end 
		else if (sumsig) begin:A
			integer pos, adj, i;
			pos = 0;
			for (i = 29; i >= 0; i=i-1) if ( !pos && sumsig[i] ) pos = i;
			adj = 29 - pos;
			if (aexp < adj) begin
				sumexp = 0;
				sumsig = 0;
			end
			else begin
				sumexp = aexp - adj;
				sumsig = sumsig << adj;
			end
		end
		else begin
			sumexp = 0;
			sumsig = 0;
		end
	end
endmodule
module fp_square(prod, a, b);
	input 	[23:0] 	a, b; 
	output 	[38:0] 	prod;
	reg 	[8:0]	sumexp;
	reg 	[29:0]	prodsig;
	reg 	[14:0]  asig, bsig;
	reg 	[7:0]  	aexp, bexp;
	assign prod[38:30] = sumexp;
	assign prod[29:0] = prodsig;
	always @(a or b) begin
		aexp = a[22:15];	bexp = b[22:15];
		asig = a[14:0];		bsig = b[14:0];
		prodsig = asig * bsig;
		sumexp = aexp + bexp;
	end
endmodule
==> flow/run.sh <==
#!/bin/bash
# OpenROAD 26Q1-2900-gdf79404cd8, Yosys 0.63+post, stock flow scripts
make -C /OpenROAD-flow-scripts/flow DESIGN_CONFIG=/design/flow/config.mk WORK_HOME=/design/flow/orfs finish
==> flow/config.mk <==
export PLATFORM = sky130hd
export DESIGN_NAME = FP_ALU
export DESIGN_NICKNAME = FP_ALU
export VERILOG_FILES = /design/flow/design.v
export SDC_FILE = /design/flow/constraint.sdc
export NUM_CORES = 4
export LEC_CHECK = 1
export CORE_UTILIZATION = 40
==> flow/constraint.sdc <==
current_design FP_ALU

set clk_period 59.5
set clk_io_pct 0.2

create_clock -name clk0 -period $clk_period

set non_clock_inputs [all_inputs -no_clocks]
set_input_delay [expr $clk_period * $clk_io_pct] -clock clk0 $non_clock_inputs
set_output_delay [expr $clk_period * $clk_io_pct] -clock clk0 [all_outputs]
==> qor.txt <==
Post-route ant nets: 0
Synthesized netlist cell count: 2,816
Setup Buffers After CTS: 0
Die height: 232 um
Setup slack after layout: 15.97 ns
Outcome: finished, final reports clean
Pre-CTS setup slack: 16.58 ns
Total GRT Usage: 25.1%
# resized after CTS: 0
Most numerous logic cells after layout: inv_1, nand2_1, fa_1
Startpoint Class: primary input
Syn Std Cell Area: 21,200 um2
Slew HR: 30.6%
Antenna cell count: 0
# hold bufs at CTS: 0
WL/cell: 18.1 um
Num rows: 83
Wirelength, routed: 63,400 um
Peak Freq: 0.0230 GHz
Post-DR vias/cell: 5.65
Layout cells sized above 1: 3.80%
Final number of setup-violating endpoints: 0
Die width: 232 um
Flop area: 0 um2
Post-synthesis chip area from yosys: 21,200 um2
Final Util: 43.8%
WP data arrival: 31.63 ns
# clk buffers: 0
Global-route wire length before repair: 104,000 um
# Cells Yosys: 2,816
Drt drc: 0
Num ports: 87
Layout area overhead: 6.99%
Critical path's slowest cell: clkdlybuf4s50_1
Sequential fraction of the synthesis area: 0%
Yosys Warn Count: 2
Vias: 19,800
Flop count: 0
Crit. End Element: output pin
Fill count: 5,156
DP Area: 22,700 um2
Drt first pass iters: 5
RSZ-0062 raised after global routing: no
Global route overflow: 0
Number of antenna violations at the first check in global routing: 0
Buffers on Ports: 85
GPL Wtd Cong: 1.03
HP Class: in2out
Avg Inst Size Synth: 7.52 um2
Period utilization: 73.2%
Critical Path RT: 47.60 ns
Final hold violation count: 0
Max-slew violations: 0
Unique cell types: 97
Crit path max fanout: 27
Most frequent logic cell in the layout: inv_1
Min cycle time layout: 43.53 ns
Design area: 22,700 um2
Core box area: 51,800 um2
Die area: 53,900 um2
Tool warnings: 37
Setup TNS: 0 ns
CP max stage delay: 0.84 ns
Combinational gate area: 19,000 um2
Init Core Util: 40.9%
Starting DRT DRC Count: 1,324
Least-Margin Pin Slew: 1.03 ns
DP Wirelength: 53,600 um
Number of global-route vias before repair: 19,800
Max-Cap Viols: 0
Largest net degree at the start of global routing: 63
Class of the most critical setup path: in2out
[synth_stat cells (26+ instances only)]
cell type,count,area (um2)
inv_1,465,1750
nand2_1,318,1190
fa_1,272,5450
ha_1,233,2920
nor2_1,179,672
a21oi_1,151,756
and2_1,109,682
o21ai_0,104,521
clkbuf_1,94,353
mux2i_1,89,891
xnor2_1,61,534
nor3_1,52,260
a21o_1,49,368
nand3_1,49,245
xor2_1,46,403
o21a_1,31,233
o211ai_1,28,210
a211oi_1,26,195
[worst paths after layout]
| check | start | end | slack [ns] | cells past startpoint |
|---|---|---|---|---|
| min | y[22] | sum_sq[38] | 25.04 | 5 |
| max | x[1] | sum_sq[22] | 15.97 | 69 |
[worst max-delay path: cells and delay by family]
family                   cells  cell delay, ns
adder cells (fa/ha/maj)     10            4.62
multiplexers                 1            0.53
XOR/XNOR                     1            0.07
buffers and inverters       10            2.14
AND-OR/OR-AND               20            4.33
AND/OR/NAND/NOR             27            8.02
[kinds of logic after synthesis]
family / synth area share, %
simple gates: 19.8
compound gates: 20.3
buf+inv: 10.7
fa+ha+maj: 39.5
mux: 5.38
xor+xnor: 4.42
other cells: 0.0177
[per-stage QoR]
| stage | instances | hold WS [ns] |
|---|---|---|
| 4_1_cts | 3496 | 25.08 |
| 2_1_floorplan | 2816 | 23.98 |
| 3_3_place_gp | 3496 | 25.08 |
| 5_1_grt | 3496 | 25.11 |
| 6_report | 3496 | 25.04 |
| 3_5_place_dp | 3496 | 25.08 |
[cell type report]
class              instances  share of cell area, %
multi-input cells       2229                   83.6
inverters                468                   7.75
repair buffers           119                   4.88
well taps                680                   3.75
[per-layer routing]
| layer | GRT usage (%) | wire (um) | up-vias |
|---|---|---|---|
| met4 | 4.65 | 1360 | 2 |
| li1 | - | - | 9529 |
| met1 | 35.7 | 27900 | 9452 |
| met3 | 7.12 | 5600 | 86 |
| met2 | 38.7 | 28500 | 693 |
| met5 | 1.38 | 99 | - |
