==> flow/design.v <==
module Controller
	(
		i, the_state, done, rst_PC, rst_Length, rst_ALU, ld_Result_Acc,
		ld_PC, inc_Length, Sel_Mux_1, clk, start, next
	);
	parameter state_size = 2;
	parameter word_size = 24;
	parameter addr_bits = 9;
	output done, Sel_Mux_1;
	output [state_size-1:0] the_state;
	output [7:0] i;
	output rst_PC, rst_Length, rst_ALU;
	output ld_PC, ld_Result_Acc, inc_Length;
	input clk, start;
	input [addr_bits-1:0] next;
	parameter s_idle = 0, s_calc = 1, s_fetch = 2, s_done = 3;
	reg	[state_size-1:0] present_state, next_state, the_state;
	reg done, Sel_Mux_1;
	reg rst_PC, rst_Length, rst_ALU;
	reg ld_PC, ld_Result_Acc, inc_Length;
	reg [7:0] i;
	reg incr_i, is_done;
	always @ (present_state) begin
		if (is_done) done <= 1;
		else done <= 0;
		the_state <= present_state;
	end
	always @ (posedge clk, posedge start) begin
		if (start) present_state <= s_idle;
		else present_state <= next_state;		
	end
	always @ (present_state, next) begin
		case (present_state)
			s_idle: begin
				done = 0;
				i = 0;
				rst_PC = 1; rst_Length = 1; rst_ALU = 1;
				ld_Result_Acc = 0; ld_PC = 0; inc_Length = 0;
				next_state = s_calc;
			end
			s_calc: begin
				rst_PC = 0; rst_Length = 0; rst_ALU = 0;
				Sel_Mux_1 = 0;
				incr_i = 1;
				inc_Length = 1;	
				ld_Result_Acc = 1;
				ld_PC = 0;
				next_state = s_fetch;
			end
			s_fetch: begin
				ld_PC = 1;
				next_state = s_calc;
				Sel_Mux_1 = 1;
				ld_Result_Acc = 0;
				inc_Length = 0;	
				incr_i = 0;
				if ((next == 0) && (i > 0)) begin
					next_state = s_done;
					is_done = 1;
					ld_PC = 0;
				end 
			end
			s_done: begin
				next_state = s_done;
			end
			default: next_state = s_idle;
		endcase  
	end
	always @ (posedge clk) begin
		if (incr_i) i <= i+1;
	end
endmodule
==> flow/run.sh <==
#!/bin/bash
# OpenROAD 26Q1-2900-gdf79404cd8, Yosys 0.63+post, stock flow scripts
make -C /OpenROAD-flow-scripts/flow DESIGN_CONFIG=/design/flow/config.mk WORK_HOME=/design/flow/orfs finish
==> flow/config.mk <==
export PLATFORM = sky130hd
export DESIGN_NAME = Controller
export DESIGN_NICKNAME = Controller
export VERILOG_FILES = /design/flow/design.v
export SDC_FILE = /design/flow/constraint.sdc
export NUM_CORES = 4
export LEC_CHECK = 1
export CORE_AREA = 10 10 70 70
export DIE_AREA = 0 0 80 80
==> flow/constraint.sdc <==
current_design Controller

set clk_period 1.1
set clk_io_pct 0.2

create_clock -name clk0 -period $clk_period [get_ports {clk}]

set non_clock_inputs [all_inputs -no_clocks]
set_input_delay [expr $clk_period * $clk_io_pct] -clock clk0 $non_clock_inputs
set_output_delay [expr $clk_period * $clk_io_pct] -clock clk0 [all_outputs]
==> flow_summary.ini <==
; physical design summary
[floorplan]
ioPinCount = 29
num_rows = 21
initial_utilization_pct = 8.24
fp.dieW_um = 80
core_area_um2 = 3420
die-area_um2 = 6400
die-height_um = 80

[grt]
grt_pass1_wl_um = 772
antenna_found_initial = 0
overflow = 0
grt_start_max_net_pins = 5
grt_pass1_vias = 202
gr-usage-all-layers_pct = 1.39

[detailed_routing]
dr.pass1.iters = 2
postRouteAntennaNets = 0
drtIter0Drc = 4
vias_per_cell = 2.02
drcViolationCount = 0
num_vias = 176
post_drt_wl_per_cell_um = 6.02
wl_um = 524
antenna_cells = 0

[power]
p_per_area_nw_per_um2 = 553
clkPwrFrac_pct = 66.5
p_sw_share_pct = 18.1
pwr-share-seq_pct = 30.7
intPower_mw = 0.198
finalPower_mw = 0.241
ir_drop_mv = 0.0956
p_switching_mw = 0.0436
combPwrFrac_pct = 2.8
p_leak_nw = 0.212

[final_timing]
fin_skew_ns = 0.00260
unclocked_pins = 4
rsz0062_at_grt = false
untimed_endpoints = 11
setup_violations = 0
layout_min_cycle_time_ns = 1.04
fin_crit_sh_pct = 94.9
final.setup.tns_ns = 0
maxSlewViolCount = 0
hold_violations = 0
fmax_mhz = 958

[logic_synthesis]
synthXorXnorAreaFrac_pct = 0
synthAdderAreaFrac_pct = 17.8
yosysTopAreaCell = buf_4
ys.flops = 6
yosysWarnings = 19
synthArstFlopShare_pct = 33.3
flop_cell = dlxtn_1
ys_sh_simple_pct = 4.44
avgSynthCellArea_um2 = 9.71
synth.cellmix.compoundShare_pct = 0
ys_cells = 29
common_cells = 12 x buf_4, 4 x dlxtn_1, 4 x ha_1, 4 x inv_1
mux_area_share_pct = 0
synth.cell_area_um2 = 282
yosysUniqueCellTypes = 7
yosysChipArea_um2 = 282
synth_top_cell_by_count = buf_4
top_cells_by_area = buf_4 32%, dlxtn_1 21%, dfrtp_1 18%
synthCells = 29
edf_count = 0
top_logic_kind = buffers and inverters
top_cell_area_share_pct = 32.0

[clock_network]
holdBufCountCts = 0
clk_pin_slew_ns = 0.03
cts_tree = yes
cts_root_buf = clkbuf_4
clk_latency_ns = 0.22
h-tree-depth = 1
cts_buffer_depth = 2
cts_inserted_buffers = 3

[critical_path]
reg2reg_slack_ns = 0.07
worstReg2RegStart = present_state[0]
crit_family = flip-flops
required_ns = 0.88
crit_path_start_kind = flop
slowest_stage = dfrtp_1
crit_buf_inv = 1
arrival_ns = 0.82
cpPeakStageDelay_ns = 0.36
path_cells = dlygate4sd2_1
cp_max_fo = 2
critical_path.endpoint_type = output pin
critPathKind = flop to output pin
startpoint = present_state[1]

[flow_run]
drv_cap = 0
warnings = 38

[placement]
place.gp.congestion = 0.739
hpwl_um = 484
portBuffers = 10

[final_layout]
drive_above_1_share_pct = 19.5
syn_to_final_growth_pct = 55.1
fill_cells = 400

[status]
status = completed

[hold_path]
hold_class = input port to async pin
## logic make-up after synthesis
| kind of cell | count (synthesis) |
|---|---|
| fa+ha+maj | 4 |
| buf+inv | 16 |
| flops | 2 |
| latches | 4 |
| other cells | 1 |
| simple gates | 2 |
## layout make-up
cell class | instances | area [um2] | share of cell area (%)
timing repair buffer | 13 | 120 | 27.5
multi-input combinational | 15 | 111 | 25.5
sequential | 6 | 110 | 25.2
tap | 46 | 57.6 | 13.2
clock buffer | 3 | 22.5 | 5.16
inverter | 4 | 15.0 | 3.44
## what timing repair did
action                     in CTS  in global routing
buffers inserted                1                  0
gates resized                   3                  2
setup endpoints to repair       2                  1
pin swaps                       0                  1
## flip-flops by register name, summed over array words and instances (netlist names)
name,flops
inc_Length,1
rst_ALU,1
Sel_Mux_1,1
ld_PC,1
present_state,2
## layout by cell type, fill, tap and decap left out, drive strengths merged
cell	count
buf	3
clkbuf	3
clkdlybuf4s50	8
conb	9
dfrtp	2
dlxtn	4
dlygate4sd2	2
ha	4
inv	4
or2	2
## power groups by stage
stage / Sequential [mW] / Clock (mW) / Combinational (mW)
CTS: 0.0741 / 0.170 / 0.00801
global route: 0.0741 / 0.175 / 0.00895
finish: 0.0741 / 0.160 / 0.00679
## path summary, 6_finish.rpt
kind,to,cells after the start
worst max-delay path,the_state[1],1
worst min-delay path,present_state[1],2
worst max register to register,present_state[1],3
worst min register to register,present_state[1],3
max in group asynchronous,present_state[0],2
min in group clk0,present_state[1],3
## stage by stage
stage / hold WS, ns / instances / area, um2 / worst slack (ns) / utilization, %
global route: 0.175 / 87 / 437 / 0.0273 / 12.8
floorplan: -0.0388 / 37 / 312 / 0.156 / -
detailed placement: 0.394 / 84 / 402 / 0.0112 / 11.8
CTS: 0.154 / 88 / 432 / -0.0608 / 12.6
global placement: 0.377 / 84 / 402 / 0.0233 / 11.8
finish: 0.156 / 87 / 437 / 0.0566 / 12.8
## metal layers
| layer | vias up | wire, um | track usage, % | share of wire (%) |
|---|---|---|---|---|
| li1 | 88 | - | - | - |
| met1 | 78 | 204 | 1.40 | 39 |
| met2 | 10 | 258 | 2.33 | 49 |
| met3 | 0 | 61 | 0.682 | 12 |
| met4 | 0 | 0 | 0.704 | 0 |
| met5 | - | 0 | 0 | 0 |
Power figures rest on the tool's default switching activity, not on a simulated workload.
